===== design/flow/design.v =====
`timescale 1ns / 1ps
module Main(
    input Btn1,
    input Btn2,
    input Btn3,
    input Btn4,
	 output reg [2:0] L1,
	 output reg [2:0] L2,
	 output reg [2:0] L3,
	 output reg [2:0] L4,
    input setVal,
    input Test,
	 input Reset
    );
	reg [1:0] White = 2'b00;
	reg [1:0] Red = 2'b00;
	reg [7:0] store = 8'b00000000;
	always @ (posedge setVal) begin
		store <= {L1,L2,L3,L4};
	end
	always @ (posedge Reset) begin
		store <= 2'b00;
		White <= 2'b00;
		Red <= 2'b00;
	end
	always @ (posedge Btn1) begin
		L1 <= L1 + 1;
	end
	always @ (posedge Btn2) begin
		L2 <= L2 + 1;
	end
	always @ (posedge Btn3) begin
		L3 <= L3 + 1;
	end
	always @ (posedge Btn4) begin
		L4 <= L4 + 1;
	end
endmodule

===== design/flow/run.sh =====
#!/bin/bash
# OpenROAD 26Q1-2900-gdf79404cd8, Yosys 0.63+post, stock flow scripts
make -C /OpenROAD-flow-scripts/flow DESIGN_CONFIG=/design/flow/config.mk WORK_HOME=/design/flow/orfs finish

===== design/flow/config.mk =====
export PLATFORM = sky130hd
export DESIGN_NAME = Main
export DESIGN_NICKNAME = Main
export VERILOG_FILES = /design/flow/design.v
export SDC_FILE = /design/flow/constraint.sdc
export NUM_CORES = 4
export LEC_CHECK = 1
export CORE_AREA = 10 10 70 70
export DIE_AREA = 0 0 80 80

===== design/flow/constraint.sdc =====
current_design Main

set clk_period 1.0
set clk_io_pct 0.2

create_clock -name clk0 -period $clk_period [get_ports {Btn1}]
create_clock -name clk1 -period $clk_period [get_ports {Btn2}]
create_clock -name clk2 -period $clk_period [get_ports {Btn3}]
create_clock -name clk3 -period $clk_period [get_ports {Btn4}]

set non_clock_inputs [all_inputs -no_clocks]
set_input_delay [expr $clk_period * $clk_io_pct] -clock clk0 $non_clock_inputs
set_output_delay [expr $clk_period * $clk_io_pct] -clock clk0 [all_outputs]

==> impl_metrics.yaml <==
# flow metrics
logic_synthesis:
  synth.top_cells.by_area: "dfxtp_1, ha_1, xor2_1, inv_1"
  ys_ff: 12
  flop_cell: "dfxtp_1"
  post_synth_num_cell_types: 4
  avgSynthCellArea_um2: 14.2
  synth_warnings: 1
  synth_dominant_cell_count: "dfxtp_1"
  largest_area_cell: "dfxtp_1"
  top_cell_area_share_pct: 70.6
  edf_count: 0
  ys_cells: 24
  top_cells_by_count: "dfxtp_1, ha_1, inv_1, xor2_1"
  async_flop_share_pct: 0
  syn_inst: 24
  netlist_area_um2: 340
  yosysChipArea_um2: 340
  postSynthSeqShare_pct: 70.6
worst_setup_path:
  crit_arrival_ns: 0.77
  cp_num_cells: 1
  reg2reg_depth: 4
  critPathSlowestCell: "dfxtp_2"
  path_buffers: 1
  crit_type: "flop to output pin"
  r2r_slack_ns: 0.03
  timing.rr.end: "L2[2]$_DFF_P_"
  worstPathCellList: "dlygate4sd2_1"
  cpPeakStageDelay_ns: 0.30
  crit_required_ns: 0.80
  cp_max_fo: 2
  cp_top_family: "flip-flops"
  rr_startpoint: "L2[0]$_DFF_P_"
  cp-start-kind: "flop"
  crit_path_end_kind: "output pin"
  worstSetupEndpoint: "L2[2]"
  cp-startpoint: "L2[2]$_DFF_P_"
floorplan:
  die_area_um2: 6400
  pin_count: 19
  num_rows: 21
  core_util_floorplan_pct: 9.96
  core_area_um2: 3420
  fp.dieH_um: 80
  die_x_um: 80
power_and_ir_drop:
  cellPowerDensity_nw_per_um2: 1810
  ir_worst_vdd_mv: 0.450
  p_leak_nw: 0.371
drt:
  routed_wirelength_um: 798
  routedWlPerCell_um: 7.32
  drt_iter0_markers: 1
  vias_per_cell: 2.73
  dr_total_vias: 298
  insertedDiodeCount: 0
  firstDrtPassIters: 2
  drc: 0
  ant_nets: 0
sta:
  relSlewSlack_pct: 90.8
  setup-violations-final: 0
  tns_ns: 0
  hold_viol_final: 0
  fin_worst_skew_ns: 0.00338
  drv_slew: 0
  tightest_slew_ns: 0.137
  grt_setup_unrepaired: "false"
finish:
  design_area_um2: 731
  logic_area_um2: 100
  seqCellArea_um2: 255
  drive_gt1_share_pct: 58.7
  final_util_pct: 21.4
  fillers: 373
  areaGrowthSynthToFinish_pct: 115
  stdcell_count: 109
global_route:
  antenna_found_initial: 0
  grt_pass1_vias: 332
  grt_pass1_wl_um: 1300
  overflow: 0
  grtUsageTotal_pct: 2.70
  grt_max_degree: 3
clock_network:
  cts_tree: "yes"
  cts_hold_buf: 0
  clock_sink_count: 12
  clk_pin_slew_worst_paths_ns: 0.04
min_path:
  hold_path_class: "flop to flop"
placed_design:
  place_area_um2: 563
  dp_cells: 88
  place_congestion: 0.666
  detailed_place_hpwl_um: 528
  place.port_buffers: 12
run:
  maxCapViolations: 0
  warning_count: 29
status:
  status: "complete, no violations"
routing by layer:
metal | vias to the layer above | wire length [um] | track usage (%)
li1 | 148 | - | -
met1 | 125 | 245 | 1.90
met3 | 3 | 204 | 4.43
met5 | - | 0 | 0
met4 | 0 | 25 | 1.94
met2 | 22 | 323 | 3.05
metrics by stage:
step	worst slack (ns)	hold WS, ns	power (mW)
after floorplan	0.255	0.357	0.489
after detailed placement	-0.0248	0.390	0.489
after global routing	0.000611	0.445	1.44
after CTS	0.00114	0.422	1.37
final	0.0265	0.423	1.32
after global placement	-0.0111	0.379	0.489
power breakdown:
part | switching (mW) | internal [mW]
logic | 0 | 0
registers | 0 | 0.481
clock network | 0.246 | 0.598
total | 0.246 | 1.08
flip-flops by register name (all words and copies together), names as in the netlist:
signal  cells
L3          3
L4          3
L2          3
L1          3
area by class of cell:
class / instances / share of cell area [%]
clock buffer: 16 / 14.4
timing repair buffer: 23 / 27.1
tap: 46 / 7.88
inverter: 4 / 2.05
multi-input combinational: 8 / 13.7
sequential: 12 / 34.9
cells in the final DEF (no fill, tap or decap):
| master | netlist | layout |
|---|---|---|
| ha_2 | 0 | 1 |
| clkbuf_1 | 0 | 4 |
| dfxtp_2 | 0 | 12 |
| ha_4 | 0 | 1 |
| dlygate4sd2_1 | 0 | 4 |
| inv_1 | 4 | 4 |
| ha_1 | 4 | 2 |
| buf_4 | 0 | 11 |
| xor2_1 | 4 | 4 |
| clkdlybuf4s15_1 | 0 | 8 |
| clkbuf_4 | 0 | 12 |
logic make-up (layout without fill, tap and decap cells):
group / Yosys count / count (layout) / share of synthesized area, %
xor gates and xnor gates: 4 / 4 / 10.3
DFF: 12 / 12 / 70.6
adders and majority gates: 4 / 4 / 14.7
buffers and inverters: 4 / 43 / 4.41
worst min path at each step:
stage                          from  slack (ns)  cells past startpoint       endpoint
after CTS             L1[2]$_DFF_P_        0.42                      1  L1[2]$_DFF_P_
after global routing  L1[2]$_DFF_P_        0.44                      1  L1[2]$_DFF_P_
final                 L1[2]$_DFF_P_        0.42                      1  L1[2]$_DFF_P_
timing repair:
item,in CTS,in global routing
cloned,0,0
endpoints found under the setup margin,12,9
pin swaps,0,0
gates resized,26,9
setup buffers,5,0
Power is estimated from default activity; no workload was simulated.
