<file path="design/flow/run.sh">
#!/bin/bash
# OpenROAD 26Q1-2900-gdf79404cd8, Yosys 0.63+post, stock flow scripts
make -C /OpenROAD-flow-scripts/flow DESIGN_CONFIG=/design/flow/config.mk WORK_HOME=/design/flow/orfs finish
</file>
<file path="design/flow/config.mk">
export PLATFORM = sky130hd
export DESIGN_NAME = Lab2_3
export DESIGN_NICKNAME = Lab2_3
export VERILOG_FILES = /design/flow/design.v
export SDC_FILE = /design/flow/constraint.sdc
export NUM_CORES = 4
export LEC_CHECK = 1
export CORE_AREA = 10 10 70 70
export DIE_AREA = 0 0 80 80
</file>
<file path="design/flow/constraint.sdc">
current_design Lab2_3

set clk_period 2.4
set clk_io_pct 0.2

create_clock -name clk0 -period $clk_period

set non_clock_inputs [all_inputs -no_clocks]
set_input_delay [expr $clk_period * $clk_io_pct] -clock clk0 $non_clock_inputs
set_output_delay [expr $clk_period * $clk_io_pct] -clock clk0 [all_outputs]
</file>
<file path="design/flow/design.v">
`timescale 1ns / 1ps
module Lab2_3(
    input [7:0] I,
    output reg [7:0] O
    );
always @(*) begin
	O = ~I + 1;
end
endmodule
</file>
==> flow_summary_export.csv <==
group,metric,value,unit
status,outcome,"finished clean",
cells_and_area,final_area,413,sq um
flow_run,drv_cap,0,
cells_and_area,drive_above_1_share,0.368,
logic_synthesis,ys_warn_count,1,
final_timing,hold_violations,0,
critical_path,crit_type,"in2out",
die,fp-utilization,0.0403,
clocking,cts-hold-fix-buffers,0,
logic_synthesis,avgSynthCellArea,7.65,sq um
logic_synthesis,top_area_frac,0.255,
routing,ant_nets,0,
grt,grtUsageTotal,0.0178,
final_timing,tns,0,ps
critical_path,critPathLaunch,"I[1]",
flow_run,warnings,32,
routing,antennaDiodeCount,0,
cells_and_area,flops,0,
place,gp_congestion,0.727,
grt,grt_antenna_before_repair,0,
hold_path,hold_class,"in2out",
grt,grt_pass1_wl,924,um
logic_synthesis,ys_seq_frac,0,
grt,grt_max_degree,5,
logic_synthesis,ys_area,138,sq um
routing,dr.pass1.iters,2,
critical_path,worstSetupEndpointType,"output pin",
power,p_per_area,136,nW/um^2
place,place_area,378,sq um
critical_path,startpoint_type,"input port",
final_timing,worst_pin_slew,283,ps
cells_and_area,flop_area,0,sq um
cells_and_area,fillers,398,
logic_synthesis,top_area_cell,"xnor2_1",
final_timing,finalCriticalPeriod,2350,ps
critical_path,crit_fanout,2,
final_timing,setup_ws,52.9,ps
power,ir_drop,0.0000189,V
cells_and_area,syn2layout_area_growth,200,%
place,port-buffer-count,16,
final_timing,timing.hold.ws,1510,ps
die,rows,21,
logic_synthesis,synth.distinct_cells,11,
final_timing,slew_viol_final,0,
place,dp_hpwl,569,um
grt,grt_overflow,0,
final_timing,grt_setup_unrepaired,"false",
routing,wire_per_inst,8.06,um
cells_and_area,fin_util,0.121,
die,die_area,6400,sq um
die,io_pins,16,
die,chipHeight,80,um
critical_path,worstPathRequired,1920,ps
final_timing,period_used_share,0.978,
die,core_area,3420,sq um
logic_synthesis,ys_cells,18,
cells_and_area,n_clock_buffer,0,
power,leakagePower,0.000153,uW
critical_path,crit_end,"O[7]",
final_timing,slew_headroom,0.810,
grt,grt_pass1_vias,193,
routing,vias,198,
die,die_w,80,um
logic_synthesis,synthTopCellsByCount,"xnor2_1 (4), nor2_1 (3), inv_1 (2), xor2_1 (2)",
final_timing,fmax,0.426,GHz
routing,drc,0,
logic_synthesis,topCellsByArea,"xnor2_1 (25%), nor4_4 (15%), xor2_1 (13%)",
routing,viasPerCell,2.36,
logic_synthesis,most_common_cell,"xnor2_1",
routing,drt_wl_total,677,um
place,preCtsSetupSlack,-318,ps
final_timing,final-setup-viol-count,0,
logic_synthesis,synthCells,18,
routing,first_iter_violations,15,
critical_path,arrival,1870,ps
logic_synthesis,syn_area,138,sq um
[worst min path at each step]
stage,end,start,depth (start not counted)
after global routing,O[2],I[2],4
final,O[2],I[2],4
after CTS,O[7],I[3],5
[layout make-up]
type                       instances  area [sq um]  area share
timing repair buffer              21           188       0.455
tap                               46          57.6       0.139
multi-input combinational         15           160       0.388
inverter                           2          7.51      0.0182
[per-stage QoR]
stage | std cells | total power [uW]
CTS | 84 | 55.6
global placement | 83 | 55.6
global route | 84 | 62.3
finish | 84 | 56.3
floorplan | 18 | 10.4
detailed placement | 83 | 55.7
[report_power, final]
part / switching, uW / leakage (uW) / total [uW] / internal (uW)
Combinational: 19.4 / 0.000153 / 56.3 / 36.9
Sequential: 0 / 0 / 0 / 0
Clock: 0 / 0 / 0 / 0
Total: 19.4 / 0.000153 / 56.3 / 36.9
[logic make-up (layout without fill, tap and decap cells)]
group / Yosys count / count (layout) / share of synthesized area
simple gates: 8 / 8 / 0.418
buf+inv: 3 / 23 / 0.109
fa+ha+maj: 1 / 1 / 0.0909
xor+xnor: 6 / 6 / 0.382
[cells in the final DEF (no fill, tap or decap), drive strengths merged]
cell type / synthesis / routed
nor3: 1 / 1
dlygate4sd2: 0 / 5
buf: 1 / 6
nor2: 3 / 3
nand3: 1 / 1
clkbuf: 0 / 1
nor4: 1 / 1
ha: 1 / 1
clkdlybuf4s50: 0 / 8
nand2: 1 / 1
dlymetal6s2s: 0 / 1
or4: 1 / 1
inv: 2 / 2
xnor2: 4 / 4
xor2: 2 / 2
[timing repair]
action                     CTS  global route
gates resized               15             5
setup buffers                1             0
pin swaps                    4             0
setup endpoints to repair    7             3
[worst max-delay path, cell delays in order]
cell and delay [ps]:
clkdlybuf4s50_1 410, or4_4 450, nor4_4 270, xnor2_1 140
buf_2 110
[layer usage]
metal / GRT usage / part of all wire / vias up
met4: 0 / 0 / 0
met2: 0.0233 / 0.32 / 16
met1: 0.0237 / 0.47 / 82
met5: 0 / 0 / -
li1: - / - / 100
met3: 0.0136 / 0.21 / 0
Power and IR drop assume default switching activity.
